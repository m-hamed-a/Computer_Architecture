## /design/flow/run.sh

```bash
#!/bin/bash
# OpenROAD 26Q1-2900-gdf79404cd8, Yosys 0.63+post, stock flow scripts
make -C /OpenROAD-flow-scripts/flow DESIGN_CONFIG=/design/flow/config.mk WORK_HOME=/design/flow/orfs finish
```

## /design/flow/config.mk

```make
export PLATFORM = sky130hd
export DESIGN_NAME = regBank32x64
export DESIGN_NICKNAME = regBank32x64
export VERILOG_FILES = /design/flow/design.v
export SDC_FILE = /design/flow/constraint.sdc
export NUM_CORES = 4
export LEC_CHECK = 1
export CORE_UTILIZATION = 40
```

## /design/flow/constraint.sdc

```tcl
current_design regBank32x64

set clk_period 14.2
set clk_io_pct 0.2

create_clock -name clk0 -period $clk_period [get_ports {clk}]

set non_clock_inputs [all_inputs -no_clocks]
set_input_delay [expr $clk_period * $clk_io_pct] -clock clk0 $non_clock_inputs
set_output_delay [expr $clk_period * $clk_io_pct] -clock clk0 [all_outputs]
```

## /design/flow/design.v

```verilog
module regBank32x64(input [4:0] l ,input [4:0] m ,input [4:0] n ,input w ,output reg [63:0] datal ,output reg [63:0] datam ,input [63:0] datan ,input clk);
	reg [63:0] regbank [0:31];
	always @(posedge clk) begin
		datal = regbank[l];
		datam = regbank[m];
		if (w==1) regbank[n] = datan;
	end
endmodule
```

==> job_summary.md <==
## Implementation flow summary

| Metric | Value |
|---|---|
| Unique cell type count in the Yosys netlist | 39 |
| Share of the yosys chip area belonging to registers | 66.3% |
| Number of global-route vias before repair | 57558 |
| Count of port buffers added during placement | 208 |
| GPL Wtd Cong | 0.860 |
| Resized cells post-CTS | 0 |
| Number of antenna violations at the first check in global routing | 11 |
| Final antenna-violating net count | 0 |
| Routed Wire Length | 290000 µm |
| Maximum fanout along the worst path | 53 |
| Max stage delay cell, worst path | sky130_fd_sc_hd__buf_4 |
| Hold-fix buffer count after cts | 0 |
| Detail Route met3 WL | around 57000 µm |
| Fa+ha+maj area frac | 0% |
| RSZ-0062 raised after global routing | no |
| Kind of capture point of the worst setup path | flip-flop |
| Post-synthesis chip area from yosys | 0.0967 mm² |
| Largest net degree at the start of global routing | 88 |
| Post-route non-filler standard cell count | 8184 |
| Area of the chip | around 0.24 mm² |
| Clock transition at the register clock pins on the worst setup and hold paths after CTS | about 60 ps |
| Syn-to-layout area delta | 15.0% |
| TritonCTS Sinks | 2176 |
| Mux share of post-synthesis cell area | 28.6% |
| Total I/O pin count | 209 |
| Worst hold slack after final layout | 816 ps |
| Via/cell ratio | 6.19 |
| # Cells Yosys | 4441 |
| Detail-routed net length per standard cell | 35.4 µm |
| Total iterations of the first detailed-routing run | 5 |
| Relative max-transition margin | between 30 and 40% |
| Ratio of final minimum period to clock period | 42.9% |
| Worst setup path category | input port to flip-flop |
| Clock latency of the later-clocked register in the worst-skew pair | about 870 ps |
| Peak per-stage delay on the critical path | 700 ps |
| Launching element type of the critical path | input port |
| Wire length of the first global-routing pass | approximately 410000 µm |
| Proportion of synthesized flip-flops having asynchronous set or reset | 0% |
| Final critical delay including setup and external delays | 6100 ps |
| Post-CTS Setup Repair Bufs | 0 |
| CTS tree | yes |
| Aggregate global routing overflow | 0 |
| Registers, synthesis | roughly 2200 |
| Cells after DPL | 7755 |
| Setup violations, final | 0 |
| Total via count after detailed routing | 50648 |
| Peak supply drop | 113 µV |
| Cells along the critical path | buf_8 > buf_4 > buf_4 > buf_4 > nand2b_1 > o22ai_1 > o41ai_1 > a211oi_1 > nor4_1 |
| Num rows | 180 |
| Per-instance average area after synthesis | 21.8 µm² |
| Hold/Removal Path Class | flip-flop to flip-flop |
| Syn. warnings | 1 |
| Final core utilization | a little under half |
| Chip Width | slightly below 500 µm |
| Most numerous logic cells after layout | sky130_fd_sc_hd__edfxtp_1 (2048), sky130_fd_sc_hd__mux4_2 (1039), sky130_fd_sc_hd__mux2i_1 (362), sky130_fd_sc_hd__buf_4 (262), sky130_fd_sc_hd__clkbuf_16 (232) |
| Core Box Area | 0.240 mm² |
| Maximum clock rate | 0.164 GHz |
| Level count of the clock H-tree | 4 |
| DRC marker count from the first detailed-route iteration | 3217 |
| Number of buffers between clock root and the deepest sink | 3 |
| Uppermost routed layer | met5 |
| GRT Overall Usage | 26.7% |
| Clk Tree Root Cell | sky130_fd_sc_hd__clkbuf_16 |
| Crit path DRT | between 10000 and 15000 ps |
| Family with the most delay on the worst path | buffers and inverters |
| Setup tns final | 0 ps |
| Status | finished, final reports clean |
| Vertical extent of the die | 494 µm |
| Fraction of the mapped netlist area in simple logic gates | 0.857% |
| Post-synth EDFFs | 2048 |
| Synthesized-area fraction occupied by ao, oa, aoi and oai cells | 2.37% |
| Critical Path Most Common Cell | sky130_fd_sc_hd__buf_4 |
| Main logic family after synthesis | multiplexers |
| TritonCTS buffer count | between 200 and 250 |
| FP Util | 40.2% |
| Total met2 wirelength after detailed routing | 137000 µm |
| Ys flop type | sky130_fd_sc_hd__edfxtp_1 |
| Tool warning count | 26 |
| Power per standard cell area | 131 mW/mm² |
| Xor and xnor fraction of the mapped netlist area | 0% |
| Fraction of layout instances using a drive strength above 1 | 35.4% |
| Worst clock skew | 27.9 ps |
| Transition time at the pin with the least slew margin | 1030 ps |
| Post-synthesis instance total | 4441 |
| Arrival time at the worst endpoint | 6790 ps |
| Number of max-capacitance violations reported | 0 |
| Final count of hold timing violations | 0 |
| Leak | 35.5 nW |
| Most common cell after layout, fill and taps aside | sky130_fd_sc_hd__edfxtp_1 |
| DRC violations left | 0 |
| Final number of max-transition violations | 0 |
| Buffer and inverter count on the worst path | 4 |
| DPL Wire Length | 168000 µm |
| Synthesized area | just under 0.1 mm² |
| Wire length the detailed router placed on met1 | about 87000 µm |
| Total power consumption of the routed design | roughly 15 mW |
metal layers:
| metal | vias to the layer above | track usage [%] |
|---|---|---|
| met3 | 495 | 22.9 |
| li1 | 20346 | - |
| met1 | 25957 | 29.8 |
| met5 | - | 2.54 |
| met2 | 3818 | 38.7 |
| met4 | 32 | 6.41 |
cell families after synthesis:
kind of cell | Yosys count
flip-flops | 2176
AND-OR/OR-AND | 276
buffers and inverters | 348
multiplexers | 1457
AND/OR/NAND/NOR | 184
sequential cells by signal (all words and copies together) (netlist names):
| name | cells |
|---|---|
| datam | 64 |
| datal | 64 |
| regbank | 2048 |
cells in the mapped netlist (2+ instances only):
| cell | number | area (µm²) |
|---|---|---|
| sky130_fd_sc_hd__nand3_1 | 2 | 10.0 |
| sky130_fd_sc_hd__a32o_1 | 38 | 380 |
| sky130_fd_sc_hd__a211o_1 | 4 | 35.0 |
| sky130_fd_sc_hd__nand3b_1 | 5 | 37.5 |
| sky130_fd_sc_hd__dfxtp_1 | 128 | 2560 |
| sky130_fd_sc_hd__a211oi_1 | 6 | 45.0 |
| sky130_fd_sc_hd__o21a_1 | 22 | 165 |
| sky130_fd_sc_hd__a2111oi_0 | 4 | 35.0 |
| sky130_fd_sc_hd__nor2b_1 | 19 | 119 |
| sky130_fd_sc_hd__mux2_2 | 56 | 631 |
| sky130_fd_sc_hd__mux2i_1 | 362 | 3620 |
| sky130_fd_sc_hd__a21o_1 | 4 | 30.0 |
| sky130_fd_sc_hd__nor2_1 | 46 | 173 |
| sky130_fd_sc_hd__mux4_2 | 1039 | 23400 |
| sky130_fd_sc_hd__clkbuf_1 | 92 | 345 |
| sky130_fd_sc_hd__or3_1 | 2 | 12.5 |
| sky130_fd_sc_hd__o41ai_1 | 4 | 35.0 |
| sky130_fd_sc_hd__nor4_1 | 4 | 25.0 |
| sky130_fd_sc_hd__buf_2 | 129 | 646 |
| sky130_fd_sc_hd__buf_1 | 41 | 154 |
| sky130_fd_sc_hd__o22ai_1 | 38 | 238 |
| sky130_fd_sc_hd__edfxtp_1 | 2048 | 61500 |
| sky130_fd_sc_hd__a21oi_1 | 4 | 20.0 |
| sky130_fd_sc_hd__or3b_2 | 3 | 26.3 |
| sky130_fd_sc_hd__and3_1 | 4 | 25.0 |
| sky130_fd_sc_hd__a221oi_1 | 93 | 815 |
| sky130_fd_sc_hd__o221ai_1 | 4 | 35.0 |
| sky130_fd_sc_hd__buf_4 | 75 | 563 |
| sky130_fd_sc_hd__a22oi_1 | 18 | 135 |
| sky130_fd_sc_hd__nand2_1 | 87 | 327 |
| sky130_fd_sc_hd__a32oi_1 | 4 | 35.0 |
| sky130_fd_sc_hd__buf_6 | 10 | 113 |
| sky130_fd_sc_hd__a22o_1 | 33 | 289 |
| sky130_fd_sc_hd__nand2b_1 | 4 | 25.0 |
| sky130_fd_sc_hd__and2_1 | 4 | 25.0 |
| sky130_fd_sc_hd__or2_2 | 2 | 12.5 |
layout make-up:
class,instances,area (µm²)
diodes,3,7.51
clock buffers,312,6330
clock inverters,114,1420
fillers,19404,129000
inverters,1,11.3
multi-input cells,1917,31100
flip-flops and latches,2176,64100
well taps,3185,3990
repair buffers,476,4230
path summary, 6_finish.rpt:
check,from,end,slack [ps],depth (start not counted)
worst max-delay path,m[0],datam[38],8100,9
worst min-delay path,regbank[8][62],datal[62],820,3
worst max register to register,regbank[12][2],datam[2],12340,3
worst min register to register,regbank[8][62],datal[62],820,3
tightest hold or removal path, stage by stage, from the launching register on:
cell and delay [ps]:
sky130_fd_sc_hd__edfxtp_1 340, sky130_fd_sc_hd__mux4_2 240, sky130_fd_sc_hd__a211oi_1 80, sky130_fd_sc_hd__nor3_1 120
report_power, final:
part / internal [mW] / switching [mW] / leakage, nW
Combinational: 0.541 / 0.607 / 12.2
Sequential: 7.13 / 0.0679 / 19.5
Clock: 3.64 / 2.52 / 3.77
Total: 11.3 / 3.19 / 35.5
stage by stage:
stage               area (µm²)  setup WS, ps
global placement        103000          7170
detailed placement      103000          7230
CTS                     111000          8100
global route            111000          7700
floorplan                96700          7540
finish                  111000          8100
Power figures rest on the tool's default switching activity, not on a simulated workload.
