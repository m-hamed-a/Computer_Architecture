### config.mk
export PLATFORM = sky130hd
export DESIGN_NAME = PC
export DESIGN_NICKNAME = PC
export VERILOG_FILES = /design/flow/design.v
export SDC_FILE = /design/flow/constraint.sdc
export NUM_CORES = 4
export LEC_CHECK = 1
export CORE_UTILIZATION = 30
### constraint.sdc
current_design PC

set clk_period 1.0
set clk_io_pct 0.2

create_clock -name clk0 -period $clk_period [get_ports {clock}]

set non_clock_inputs [all_inputs -no_clocks]
set_input_delay [expr $clk_period * $clk_io_pct] -clock clk0 $non_clock_inputs
set_output_delay [expr $clk_period * $clk_io_pct] -clock clk0 [all_outputs]
### design.v
module PC (input clock , input reset , input [63 : 0] pcN , output [63: 0] pcO);
	always @ (posedge clock) begin
		if(reset)
			pcO = 0;
		else
			pcO = pcN;
	end
endmodule
### run.sh
#!/bin/bash
# OpenROAD 26Q1-2900-gdf79404cd8, Yosys 0.63+post, stock flow scripts
make -C /OpenROAD-flow-scripts/flow DESIGN_CONFIG=/design/flow/config.mk WORK_HOME=/design/flow/orfs finish
==> results.json <==
{
  "yosys-mux-area-fraction_pct": 0,
  "grt_max_degree": 41,
  "simple_gate_area_share_pct": 28.7,
  "drv_slew": 0,
  "numCtsBuffers": 9,
  "cp_num_cells": 1,
  "xor_share_pct": 0,
  "rsz0062_at_grt": "false",
  "ys_ff": 64,
  "warning_count": 25,
  "crit_chain": "buf_2",
  "grt-ovfl-total": 0,
  "die_height_um": 82.0,
  "critPathMaxFanout": 1,
  "p_per_area_nw_per_um2": 1800,
  "drc": 0,
  "ys_warn_count": 3,
  "antenna_found_initial": 0,
  "htreeDepth": 3,
  "core_um2": 6060,
  "wl_per_cell_um": 11.8,
  "final_cell_mix": "clkdlybuf4s50_1 (64), buf_2 (63), dfxtp_1 (61), nor2b_2 (60), clkbuf_8 (11)",
  "pre_cts_slack_ps": 33.9,
  "chipArea_um2": 6720,
  "drv_cap": 0,
  "ioPinCount": 130,
  "post-cts-setup-buffers": 0,
  "cts_sinks": 64,
  "finalClockPeriodUsage_pct": 94.3,
  "dpl_cell_area_um2": 3250,
  "clk_path_buf_depth": 2,
  "gp_congestion": 0.681,
  "first_pass_iters": 2,
  "worstMarginPinSlew_ps": 258,
  "fin_util_pct": 52.1,
  "synth-area-yosys_um2": 1920,
  "worst_slack_ps": 56.5,
  "clk_pin_slew_worst_paths_ps": 70,
  "routed_wl_um": 4110,
  "fp-row-count": 28,
  "top_area_share_pct": 66.8,
  "place_hpwl_um": 2880,
  "logic_family": "simple AND/OR/NAND/NOR gates",
  "critPathBufInv": 1,
  "critical_path_arrival_ps": 740,
  "vias_per_cell": 3.92,
  "yosysSeqAreaShare_pct": 66.8,
  "cp-start-kind": "flip-flop",
  "ant_nets": 0,
  "cpMaxStageDelayCell": "dfxtp_2",
  "fp_util_pct": 31.6,
  "largest_reg_flops": 64,
  "area_growth_pct": 64.6,
  "numPortBuffers": 129,
  "relSlewSlack_pct": 82.8,
  "grt_pass1_vias": 1315,
  "final_layout_size_suffix_gt1_share_pct": 52.6,
  "syn-cell-area_um2": 1920,
  "crit_path_max_incr_delay_ps": 310,
  "synthCells": 135,
  "path_class": "reg2out",
  "drt_iter0_drc": 10,
  "die_x_um": 82.0,
  "n_antenna_cell": 0,
  "worstHoldPathCells": 3,
  "syn_avg_cell_area_um2": 14.2,
  "layout_top_cell": "clkdlybuf4s50_1",
  "leakagePower_nw": 1.43,
  "yosys.cell_types.count": 5,
  "timing.final.hold_violations": 0,
  "cp-end-kind": "primary output",
  "numPlacedInstances": 334,
  "yosys.area.top_type": "dfxtp_1",
  "status": "finished, final reports clean",
  "crit_family": "flip-flops",
  "grt_pass1_wl_um": 6020,
  "instances_no_fill": 349,
  "cts_tree": "yes",
  "finalSetupViolCount": 0,
  "fin_tns_setup_ps": 0,
  "compound_area_share_pct": 0,
  "hold_class": "in2reg",
  "period_needed_ps": 943,
  "yosys_cells": 135,
  "vias": 1367,
  "topCellsByArea": "dfxtp_1 (67%), nor2b_2 (27%), buf_6 (2.9%), buf_8 (1.6%), nor2b_1 (1.3%)",
  "ir_drop_v": 0.000986,
  "crit_required_ps": 800,
  "final_area_um2": 3160,
  "fmax_ghz": 1.06,
  "ctsRootBufferMaster": "clkbuf_8",
  "ys_sh_adder_pct": 0,
  "grt_util_all_layers_pct": 12.2
}
==> what timing repair did <==
| action | CTS | global route |
|---|---|---|
| resized | 193 | 2 |
| hold buffers | 0 | 0 |
| setup endpoints to repair | 64 | 1 |
==> layer usage <==
metal	up-vias	track usage (%)	wire length, µm
li1	672	-	-
met4	0	2.98	89
met2	90	18.6	1790
met1	595	15.4	1580
met3	10	6.20	658
met5	-	0	0
==> worst paths after layout <==
path,start,to,slack (ps)
worst max-delay path,pcO[10],pcO[10],60
worst min-delay path,reset,pcO[60],270
==> area by class of cell <==
type                            instances  area [µm²]
Sequential cell                        64        1280
Timing Repair Buffer                  131        1010
Clock buffer                           12         155
Tap cell                               75        93.8
Multi-Input combinational cell         64         551
Clock inverter                          3        65.1
Fill cell                             568        2900
==> cell families after synthesis <==
group         Yosys count
simple gates           64
flops                  64
buf+inv                 7
==> Yosys cell counts (all sizes together) <==
master  instances
dfxtp          64
nor2b          64
buf             7
==> metrics by stage <==
stage | hold slack (ps) | power [mW]
floorplan | 328 | 2.94
global placement | 629 | 3.45
detailed placement | 631 | 3.45
CTS | 267 | 5.80
global route | 270 | 5.99
finish | 275 | 5.70
==> power breakdown <==
group / switching [mW] / total (mW) / internal [mW]
Sequential: 0.0243 / 2.71 / 2.69
Clock: 0.921 / 2.44 / 1.52
Combinational: 0.131 / 0.544 / 0.413
Power figures rest on the tool's default switching activity, not on a simulated workload.
