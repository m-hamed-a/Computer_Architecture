[flow/run.sh]
#!/bin/bash
# OpenROAD 26Q1-2900-gdf79404cd8, Yosys 0.63+post, stock flow scripts
make -C /OpenROAD-flow-scripts/flow DESIGN_CONFIG=/design/flow/config.mk WORK_HOME=/design/flow/orfs finish
[flow/config.mk]
export PLATFORM = sky130hd
export DESIGN_NAME = DataMemory
export DESIGN_NICKNAME = DataMemory
export VERILOG_FILES = /design/flow/design.v
export SDC_FILE = /design/flow/constraint.sdc
export NUM_CORES = 4
export LEC_CHECK = 1
export CORE_UTILIZATION = 50
export SYNTH_MEMORY_MAX_BITS = 65536
[flow/constraint.sdc]
current_design DataMemory

set clk_period 210.1
set clk_io_pct 0.2

create_clock -name clk0 -period $clk_period [get_ports {clk}]

set non_clock_inputs [all_inputs -no_clocks]
set_input_delay [expr $clk_period * $clk_io_pct] -clock clk0 $non_clock_inputs
set_output_delay [expr $clk_period * $clk_io_pct] -clock clk0 [all_outputs]
[flow/design.v]
module DataMemory(input clk,input[63:0] address,input[63:0] data_in,input read,input write,output[63:0] data_out);
	reg [63:0] memory [0:127];
	assign data_out = read ? memory[address] : 64'b0;
	always @(posedge clk) begin
		if(write == 1'b1) begin
			memory[address] <= data_in;
		end
	end 
endmodule
==> run_summary.xml <==
<?xml version="1.0" encoding="UTF-8"?>
<metrics>
  <group name="timing">
    <metric name="setup_repair_after_global_routing_missed_its_margin" unit="">false</metric>
    <metric name="finalWorstPathRequiredPeriod" unit="ns">91.74</metric>
    <metric name="period_used_share" unit="%">43.7</metric>
    <metric name="fin_hold_ws" unit="ns">41.24</metric>
    <metric name="worstMarginPinSlew" unit="ns">1.20</metric>
    <metric name="post_route_setup_tns" unit="ns">0</metric>
    <metric name="setup_violations" unit="">0</metric>
    <metric name="timing_max_transition_violations_final" unit="">0</metric>
    <metric name="max_freq" unit="MHz">10.9</metric>
    <metric name="relSlewSlack" unit="%">19.7</metric>
    <metric name="timing_hold_violations_final" unit="">0</metric>
  </group>
  <group name="synth">
    <metric name="synth_async_sr_flop_share" unit="%">0</metric>
    <metric name="post_synth_seq_share" unit="%">78.6</metric>
    <metric name="netlist.top_cell.by_area" unit="">sky130_fd_sc_hd__edfxtp_1</metric>
    <metric name="yosysChipArea" unit="µm²">313000</metric>
    <metric name="synthesis.area" unit="µm²">313000</metric>
    <metric name="top_ff_cell_synth" unit="">sky130_fd_sc_hd__edfxtp_1</metric>
    <metric name="mapped_cells" unit="">18100</metric>
    <metric name="synth_largest_type_area_fraction" unit="%">78.6</metric>
    <metric name="ys_warn_count" unit="">1</metric>
    <metric name="yosys_cells" unit="">18100</metric>
    <metric name="synthesis.area_per_instance" unit="µm²">17.3</metric>
    <metric name="netlist-cell-type-count" unit="">70</metric>
    <metric name="register_bit_total_from_synthesis" unit="">8192</metric>
    <metric name="post_synth_main_area_contributors" unit="">sky130_fd_sc_hd__edfxtp_1 (79%), sky130_fd_sc_hd__mux2i_1 (2.6%), sky130_fd_sc_hd__a221oi_1 (1.9%), sky130_fd_sc_hd__a21oi_1 (1.9%), sky130_fd_sc_hd__a22oi_1 (1.9%)</metric>
    <metric name="edff_count_synth" unit="">8192</metric>
  </group>
  <group name="die">
    <metric name="die_width" unit="µm">793</metric>
    <metric name="die_area" unit="µm²">629000</metric>
    <metric name="core-area" unit="µm²">624000</metric>
    <metric name="fp_util" unit="%">50.2</metric>
    <metric name="die_y" unit="µm">793</metric>
    <metric name="core.rowCount" unit="">290</metric>
    <metric name="boundaryPins" unit="">195</metric>
  </group>
  <group name="clock_tree">
    <metric name="ctsLongestPathBuffers" unit="">4</metric>
    <metric name="ctsHoldBuffers" unit="">0</metric>
    <metric name="cts-buffers-inserted" unit="">806</metric>
    <metric name="number_of_instances_resized_during_post_cts_repair" unit="">0</metric>
    <metric name="cts-root-buf" unit="">sky130_fd_sc_hd__clkbuf_16</metric>
    <metric name="cts.reportedPaths.clkPinSlew" unit="ns">0.06</metric>
    <metric name="cts.sink_count" unit="">8192</metric>
    <metric name="cts.repair_timing.setup_buffer_count" unit="">0</metric>
    <metric name="tritoncts" unit="">built</metric>
    <metric name="cts-htree-levels" unit="">6</metric>
  </group>
  <group name="route">
    <metric name="via_count" unit="">184000</metric>
    <metric name="drc" unit="">0</metric>
    <metric name="detail_route.vias_per_cell" unit="">6.67</metric>
    <metric name="drt-pass1-iter-count" unit="">8</metric>
    <metric name="antenna_left" unit="">0</metric>
    <metric name="route.final.wire_length" unit="µm">1050000</metric>
    <metric name="first_iter_violations" unit="">15100</metric>
    <metric name="wl_per_cell" unit="µm">37.9</metric>
  </group>
  <group name="status">
    <metric name="outcome" unit="">completed</metric>
  </group>
  <group name="finish">
    <metric name="filler_cell_count" unit="">46300</metric>
    <metric name="finalInstanceArea" unit="µm²">352000</metric>
    <metric name="regMostFlops" unit="">memory</metric>
    <metric name="largest_registers" unit="">memory x8192</metric>
    <metric name="layout.area.seq" unit="µm²">246000</metric>
    <metric name="area_growth_synth_to_finish" unit="%">12.3</metric>
    <metric name="layout-drive-gt1-share" unit="%">14.5</metric>
    <metric name="largest_reg_flops" unit="">8192</metric>
    <metric name="mi_logic_area" unit="µm²">62300</metric>
  </group>
  <group name="place">
    <metric name="place.port_buffers" unit="">137</metric>
    <metric name="dp_hpwl" unit="µm">619000</metric>
    <metric name="finalWeightedCongestion" unit="">0.935</metric>
    <metric name="place_area" unit="µm²">327000</metric>
  </group>
  <group name="critical_path">
    <metric name="crit_arrival" unit="ns">49.72</metric>
    <metric name="critPathCaptureType" unit="">output pin</metric>
    <metric name="timing.setup.critical_path_class" unit="">primary input to output pin</metric>
    <metric name="worstSetupStartpointType" unit="">primary input</metric>
    <metric name="crit_required" unit="ns">168.08</metric>
    <metric name="path_max_fanout" unit="">60</metric>
  </group>
  <group name="hold_path">
    <metric name="hold_path.class" unit="">primary input to flop</metric>
  </group>
  <group name="grt">
    <metric name="gr-usage-all-layers" unit="%">37.2</metric>
    <metric name="number_of_global_route_vias_before_repair" unit="">190000</metric>
    <metric name="largest_net_degree_at_the_start_of_global_routing" unit="">98</metric>
    <metric name="grt_remaining_overflow" unit="">0</metric>
    <metric name="grt_pass1_wl" unit="µm">1450000</metric>
    <metric name="grt_antenna_before_repair" unit="">64</metric>
  </group>
  <group name="pwr">
    <metric name="p_leak" unit="nW">111</metric>
    <metric name="vdd.ir_drop.worst" unit="µV">10.3</metric>
    <metric name="power.density" unit="nW/µm²">9.49</metric>
  </group>
  <group name="run">
    <metric name="warning_count" unit="">83</metric>
    <metric name="max-cap-violations" unit="">0</metric>
  </group>
</metrics>
report_power, final:
group	internal, mW	total, mW	leakage (nW)	switching [mW]
logic	0.0492	0.183	25.5	0.134
registers	1.80	1.81	73.6	0.00132
clock network	0.742	1.35	11.8	0.606
total	2.60	3.34	111	0.742
final timing paths:
kind / from / cells after the start / slack [ns] / to
max: address[1] / 15 / 118.36 / data_out[32]
min: data_in[62] / 1 / 41.24 / memory[29][62]$_DFFE_PP_
final cells by class:
cell class              instances  share of cell area [%]
flip-flops and latches       8192                    70.0
repair buffers               1082                    2.42
well taps                    8322                    2.96
clock inverters               405                   0.846
diodes                         47                  0.0335
multi-input cells            8520                    17.7
clock buffers                1018                    6.02
inverters                       7                  0.0171
kinds of logic (layout without fill, tap and decap cells):
kind of cell / count (synthesis) / count (layout) / synth area share (%)
and+or+nand+nor: 2004 / 2004 / 2.73
AOI/OAI and AO/OA: 5243 / 5243 / 12.1
DFF: 8192 / 8192 / 78.6
other: 0 / 47 / 0
buffers and inverters: 1397 / 2512 / 1.92
muxes: 1273 / 1273 / 4.66
cells in the final DEF, fill, tap and decap left out, types with 288 or more instances in the layout:
cell type                   synthesis  layout
sky130_fd_sc_hd__a221oi_1         692     692
sky130_fd_sc_hd__a22oi_1          792     792
sky130_fd_sc_hd__buf_4             55     998
sky130_fd_sc_hd__mux2_2           337     337
sky130_fd_sc_hd__edfxtp_1        8192    8192
sky130_fd_sc_hd__a21oi_1         1197    1197
sky130_fd_sc_hd__nor2_1           544     406
sky130_fd_sc_hd__mux2i_1          819     819
sky130_fd_sc_hd__a222oi_1         323     323
sky130_fd_sc_hd__o22ai_1          329     329
sky130_fd_sc_hd__clkbuf_16          0     816
sky130_fd_sc_hd__nand2_1          912     896
sky130_fd_sc_hd__nor3_1           293     288
sky130_fd_sc_hd__o21ai_0          544     544
synth_stat cells (69+ instances only):
cell                        count
sky130_fd_sc_hd__a221oi_1     692
sky130_fd_sc_hd__a22oi_1      792
sky130_fd_sc_hd__a22o_1       237
sky130_fd_sc_hd__mux4_2       113
sky130_fd_sc_hd__nor3_1       293
sky130_fd_sc_hd__a222oi_1     323
sky130_fd_sc_hd__buf_2        404
sky130_fd_sc_hd__o2bb2ai_1     78
sky130_fd_sc_hd__a32oi_1       69
sky130_fd_sc_hd__clkbuf_1     738
sky130_fd_sc_hd__nor2_1       544
sky130_fd_sc_hd__edfxtp_1    8192
sky130_fd_sc_hd__buf_1        187
sky130_fd_sc_hd__a221o_1      159
sky130_fd_sc_hd__o21ai_0      544
sky130_fd_sc_hd__o22ai_1      329
sky130_fd_sc_hd__nand2_1      912
sky130_fd_sc_hd__a21oi_1     1197
sky130_fd_sc_hd__mux2i_1      819
sky130_fd_sc_hd__mux2_2       337
sky130_fd_sc_hd__a31oi_1      120
sky130_fd_sc_hd__o221ai_1     162
through the flow:
step                      instances  power, mW  setup slack [ns]  utilization, %
after global routing          27600       3.42            118.17            56.3
final                         27600       3.34            118.36            56.4
after floorplan               18100       1.93            124.02               -
after global placement        26100       2.02            118.53            52.5
after CTS                     27500       3.35            118.51            56.3
after detailed placement      26100       2.02            118.54            52.5
routing by layer:
layer  wire, µm  GRT usage (%)  vias to the layer above
met2     453000           48.8                    14500
met5       4980           6.49                        -
li1           -              -                    76100
met3     216000           32.4                     2609
met1     311000           44.5                    90600
met4      61700           15.9                      153
critical path, cell delays in order:
cell                              delay, ns
sky130_fd_sc_hd__buf_16                0.32
sky130_fd_sc_hd__buf_4                 0.53
sky130_fd_sc_hd__buf_4                 0.44
sky130_fd_sc_hd__buf_4                 0.38
sky130_fd_sc_hd__buf_4                 0.61
sky130_fd_sc_hd__buf_4                 0.70
sky130_fd_sc_hd__buf_4                 0.60
sky130_fd_sc_hd__buf_4                 0.55
sky130_fd_sc_hd__buf_4                 0.65
sky130_fd_sc_hd__mux2_2                0.41
sky130_fd_sc_hd__a221oi_1              0.29
sky130_fd_sc_hd__o22ai_1               0.14
sky130_fd_sc_hd__a211oi_1              0.83
sky130_fd_sc_hd__a41oi_1               0.37
sky130_fd_sc_hd__clkdlybuf4s50_1       0.50
Power is estimated from default activity; no workload was simulated.
